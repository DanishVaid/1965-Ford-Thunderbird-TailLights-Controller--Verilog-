`config.mk`:
```
export PLATFORM = sky130hd
export DESIGN_NAME = tailLightControllerMain
export DESIGN_NICKNAME = tailLightControllerMain
export VERILOG_FILES = /design/flow/design.v
export SDC_FILE = /design/flow/constraint.sdc
export NUM_CORES = 4
export LEC_CHECK = 1
export CORE_AREA = 10 10 105 105
export DIE_AREA = 0 0 115 115
```
`constraint.sdc`:
```
current_design tailLightControllerMain

set clk_period 1.8
set clk_io_pct 0.2

create_clock -name clk0 -period $clk_period [get_ports {clk}]
create_clock -name clk1 -period $clk_period [get_ports {dimClk}]

set non_clock_inputs [all_inputs -no_clocks]
set_input_delay [expr $clk_period * $clk_io_pct] -clock clk0 $non_clock_inputs
set_output_delay [expr $clk_period * $clk_io_pct] -clock clk0 [all_outputs]
```
`design.v`:
```
`timescale 1ns / 1ps
module tailLightControllerMain(dimClk, lights, clk, reset, brake, hazard, left, right, Lc, Lb, La, Ra, Rb, Rc);
input dimClk, lights, clk, reset, brake, hazard, left, right;
output Lc, Lb, La, Ra, Rb, Rc;
 wire[2:0] Lcba;              
 wire[2:0] Rabc;             
 tailLightControllerStateMachine f1(clk, reset, brake, hazard, left, right, Lcba, Rabc);
 tailLightControllerDimmer   d1(dimClk, lights, Lcba, Rabc, Lc, Lb, La, Ra, Rb, Rc);
 endmodule
module tailLightControllerDimmer(input dimClk, input lights, input[2:0] Lcba, input[2:0] Rabc, output reg Lc, output reg Lb, output reg La, output reg Ra,output reg Rb, output reg Rc);
 reg toggle;               
 always@(posedge dimClk ) begin
 if(lights) begin
 toggle <= ~toggle;
 if(Lcba[2]) begin
 Lc = 1'b1;
 end
 else begin
 Lc = toggle;
 end
 if(Lcba[1]) begin
 Lb = 1'b1;
 end
 else begin
 Lb = toggle;
 end
 if(Lcba[0]) begin
 La = 1'b1;
 end
 else begin
 La = toggle;
 end
 if(Rabc[1]) begin
 Ra = 1'b1;
 end
 else begin
 Ra = toggle;
 end
 if(Rabc[1]) begin
 Rb = 1'b1;
 end
 else begin
 Rb = toggle;
 end
 if(Rabc[0]) begin
 Rc = 1'b1;
 end
 else begin
 Rc = toggle;
 end
 end
 else begin
 Lc = Lcba[2];
 Lb = Lcba[1];
 La = Lcba[0];
 Ra = Rabc[2];
 Rb = Rabc[1];
 Rc = Rabc[0];
 end
 end
 endmodule
module tailLightControllerStateMachine(input clk, input reset, input brake, input hazard, input left, input right, output reg[2:0] Lcba, output reg[2:0] Rabc);
 reg[3:0] currentState;             
 reg[3:0] nextState;              
 always@( * ) begin
 case(currentState)
 4'd0: begin
	Lcba = 3'b000;             
	Rabc = 3'b000;
	end
	4'd1: begin
	Lcba = 3'b111;
	Rabc = 3'b111;
	end
	4'd2: begin
	Lcba = 3'b001;
	Rabc = 3'b000;
	end
	4'd3: begin
	Lcba = 3'b011;
	Rabc = 3'b000;
	end
	4'd4: begin
	Lcba = 3'b111;
	Rabc = 3'b000;
	end
	4'd5: begin
	Lcba = 3'b000;
	Rabc = 3'b100;
	end
	4'd6: begin
	Lcba = 3'b000;
	Rabc = 3'b110;
	end
	4'd7: begin
	Lcba = 3'b000;
	Rabc = 3'b111;
	end
	4'd8: begin
	Lcba = 3'b001;
	Rabc = 3'b111;
	end
	4'd9: begin
	Lcba = 3'b011;
	Rabc = 3'b111;
	end
	4'd10: begin
	Lcba = 3'b111;
	Rabc = 3'b100;
	end
	4'd11: begin
	Lcba = 3'b111;
	Rabc = 3'b110;
	end
	4'd12: begin
	Lcba = 3'b111;
	Rabc = 3'b111;
	end
	endcase 
	end
 always@(posedge clk) begin          
 if(reset) currentState <= 4'd0;
 else currentState <= nextState;
 end
 always@( * ) begin            
 nextState = currentState;
  if(reset) begin                 
  nextState = 4'd0;
  end
  else if(!reset && brake && !left && !right) begin      
  nextState = 4'd1; 
  end
  else if(!reset && brake && left && right) begin       
  nextState = 4'd1;
  end
  else if(!reset && !brake && hazard && (currentState != 4'd12)) begin      
   nextState = 4'd12;             
   end 
   else if(!reset && !brake && !hazard && left && right && (currentState != 4'd12)) begin  
   nextState = 4'd12;             
   end
  else if(!reset && !brake && !hazard && !left && !right) begin  
  nextState = 4'd0;
  end
  else begin
  case (currentState)
	4'd0: begin               
	if(!reset && brake && !left && right) nextState = 4'd10;
	if(!reset && brake && left && !right) nextState = 4'd8;
	if(!reset && !brake && !hazard && left && !right) nextState = 4'd2;
	if(!reset && !brake && !hazard && !left && right) nextState = 4'd5;
	end
	4'd1: begin
	if(!reset && brake && !left && right) nextState = 4'd10;
	if(!reset && brake && left && !right) nextState = 4'd8;
	if(!reset && !brake && !hazard && left && !right) nextState = 4'd2;
	if(!reset && !brake && !hazard && !left && right) nextState = 4'd5;
	end
	4'd2: begin
	if(!reset && brake && !left && right) nextState = 4'd10;
	if(!reset && brake && left && !right) nextState = 4'd9;
	if(!reset && !brake && !hazard && left && !right) nextState = 4'd3;
	if(!reset && !brake && !hazard && !left && right) nextState = 4'd5;
	end
	4'd3: begin
	if(!reset && brake && !left && right) nextState = 4'd10;
	if(!reset && brake && left && !right) nextState = 4'd1;
	if(!reset && !brake && !hazard && left && !right) nextState = 4'd4;
	if(!reset && !brake && !hazard && !left && right) nextState = 4'd5;
	end
	4'd4: begin
	if(!reset && brake && !left && right) nextState = 4'd10;
	if(!reset && brake && left && !right) nextState = 4'd7;
	if(!reset && !brake && !hazard && left && !right) nextState = 4'd0;
	if(!reset && !brake && !hazard && !left && right) nextState = 4'd5;
	end
	4'd5: begin
	if(!reset && brake && !left && right) nextState = 4'd11;
	if(!reset && brake && left && !right) nextState = 4'd8;
	if(!reset && !brake && !hazard && left && !right) nextState = 4'd2;
	if(!reset && !brake && !hazard && !left && right) nextState = 4'd6;
	end
	4'd6: begin
	if(!reset && brake && !left && right) nextState = 4'd1;
	if(!reset && brake && left && !right) nextState = 4'd8;
	if(!reset && !brake && !hazard && left && !right) nextState = 4'd2;
	if(!reset && !brake && !hazard && !left && right) nextState = 4'd7;
	end
	4'd7: begin
	if(!reset && brake && !left && right) nextState = 4'd4;
	if(!reset && brake && left && !right) nextState = 4'd8;
	if(!reset && !brake && !hazard && left && !right) nextState = 4'd2;
	if(!reset && !brake && !hazard && !left && right) nextState = 4'd0;
	end
	4'd8: begin
	if(!reset && brake && !left && right) nextState = 4'd10;
	if(!reset && brake && left && !right) nextState = 4'd9;
	if(!reset && !brake && !hazard && left && !right) nextState = 4'd3;
	if(!reset && !brake && !hazard && !left && right) nextState = 4'd5;
	end
	4'd9: begin
	if(!reset && brake && !left && right) nextState = 4'd10;
	if(!reset && brake && left && !right) nextState = 4'd1;
	if(!reset && !brake && !hazard && left && !right) nextState = 4'd4;
	if(!reset && !brake && !hazard && !left && right) nextState = 4'd5;
	end
	4'd10: begin
	if(!reset && brake && !left && right) nextState = 4'd11;
	if(!reset && brake && left && !right) nextState = 4'd8;
	if(!reset && !brake && !hazard && left && !right) nextState = 4'd2;
	if(!reset && !brake && !hazard && !left && right) nextState = 4'd6;
	end
	4'd11: begin
	if(!reset && brake && !left && right) nextState = 4'd1;
	if(!reset && brake && left && !right) nextState = 4'd8;
	if(!reset && !brake && !hazard && left && !right) nextState = 4'd2;
	if(!reset && !brake && !hazard && !left && right) nextState = 4'd7;
	end
	4'd12: begin
	if(!reset && brake && !left && right) nextState = 4'd10;
	if(!reset && brake && left && !right) nextState = 4'd8;
	if(!reset && !brake && !hazard && left && !right) nextState = 4'd2;
	if(!reset && !brake && !hazard && !left && right) nextState = 4'd5;
	if(!reset && !brake && hazard) nextState = 4'd0;
	if(!reset && !brake && !hazard && left && right) nextState = 4'd0;
	end 
	endcase  
	end   
	end
	endmodule
```
`run.sh`:
```
#!/bin/bash
# OpenROAD 26Q1-2900-gdf79404cd8, Yosys 0.63+post, stock flow scripts
make -C /OpenROAD-flow-scripts/flow DESIGN_CONFIG=/design/flow/config.mk WORK_HOME=/design/flow/orfs finish
```
==> qor.yml <==
run_status:
  outcome: "finished clean"
drt:
  wl_per_cell_um: 9.866
  vias_per_cell: 3.659
  num_antenna_cells: 0
  drc: 0
  vias: 900
  antenna_left: 0
  wirelength_um: 2427
  dr.pass1.iters: 4
  drt_iter0_markers: 146
worst_setup_path:
  crit_start: "f1.currentState[1]$_DFF_P_"
  path_delay_family: "simple AND/OR/NAND/NOR gates"
  crit_fanout: 5
  critical_path_class: "reg2reg"
  crit_arrival_ns: 1.82
  endpoint_kind: "flip-flop"
  cp_num_buf_inv: 0
  crit_chain: "or4_4 > nor2b_1 > nand2_1 > a221oi_1"
  cp_slowest_cell: "or4_4"
  slowest_delay_ns: 0.59
  crit_path_start_kind: "flip-flop"
  r2r_start: "f1.currentState[1]$_DFF_P_"
  crit_required_ns: 1.94
timing:
  tightest_slew_ns: 0.6373
  untimed_endpoints: 6
  drv_slew: 0
  rsz0062_at_grt: "false"
  holdWs_ns: 0.5520
  finClkSkew_ns: 0.003175
  setup_viol: 0
  unclocked_regs: 6
  slew_headroom: 0.5712
  finalHoldViolCount: 0
yosys:
  synthDominantCellAreaShare: 0.3868
  synth_area_per_cell_um2: 9.278
  yosysWarningCount: 2
  ff_type: "dfxtp_1"
  synthCells: 106
  ys_seq_elements: 26
  ys_chip_area_um2: 983.4
  ys_cells: 106
  area_leaders: "dfxtp_1 (39%), dlxtn_1 (9.2%), nand2b_1 (5.1%)"
  syn_area_um2: 983.4
  synth.distinct_cells: 34
  yosys.area.top_type: "dfxtp_1"
  edf_count: 1
  ys_async_sr_fraction: 0
power:
  p_total_mw: 1.100
  power.leakage_nw: 0.5561
  power.density_mw_per_mm2: 766.2
  ir_worst_vdd_mv: 0.2251
grt:
  grt_pass1_vias: 914
  grt_pass1_wl_um: 4181
  overflow: 0
  antenna_found_initial: 0
  grt_usage: 0.03736
  grt_max_degree: 8
worst_hold_path:
  hold_path.class: "reg2reg"
  min_from: "f1.currentState[12]$_DFF_P_"
floorplan:
  core_area_mm2: 0.008763
  chipWidth_um: 115
  std_cell_rows: 34
  fp_util: 0.1122
  pin_count: 14
  die_area_mm2: 0.01323
  die_h_um: 115
placement:
  place.gp.congestion: 0.8985
  dpl.hpwl_um: 1890
  io_buffers: 12
final_layout:
  drive_gt1_frac: 0.1884
  area_delta_synth_final_pct: 45.93
clock_network:
  cts_setup_buffers: 0
  cts_tree: "yes"
  clkTransAtPathRegs_ns: 0.05
job:
  cap_violations: 0
  warnings: 26
## placed cells by master, fill, tap and decap left out, types with 4 or more instances in the layout
| cell type | Yosys | layout |
|---|---|---|
| buf_4 | 0 | 13 |
| clkbuf_8 | 0 | 6 |
| clkdlybuf4s50_1 | 0 | 12 |
| dfxtp_1 | 19 | 19 |
| dlxtn_1 | 6 | 6 |
| inv_1 | 5 | 5 |
| nand2_1 | 7 | 7 |
| nand2b_1 | 8 | 8 |
| nor2_1 | 10 | 10 |
| nor2b_1 | 5 | 5 |
| or3_1 | 4 | 4 |
## power by group
| group | total, mW | internal, mW | leakage (nW) | switching (mW) |
|---|---|---|---|---|
| Sequential | 0.491 | 0.480 | 0.213 | 0.0107 |
| Clock | 0.469 | 0.309 | 0.0455 | 0.161 |
| Combinational | 0.139 | 0.0792 | 0.297 | 0.0600 |
| Total | 1.10 | 0.868 | 0.556 | 0.231 |
## flip-flops by register name (all words and copies together), names as in the netlist
name / flops
d1.Rc: 1
d1.Lb: 1
d1.Rb: 1
f1.currentState: 13
d1.toggle: 1
d1.La: 1
d1.Ra: 1
d1.Lc: 1
f1.Rabc: 3
f1.Lcba: 3
## Yosys cell counts (2+ instances only)
library cell	n
nor2_1	10
nor3_1	3
nor2b_1	5
nand2_1	7
a31oi_1	2
or4_4	3
dfxtp_1	19
o21ai_0	3
nand2b_1	8
o22ai_1	3
nor4_1	3
dlxtn_1	6
a41oi_1	2
inv_1	5
or3_1	4
a21oi_1	3
or4_1	2
or2_1	2
## metal layers
metal,part of all wire,global-route usage
met5,0,0
met4,0.013,0.008251
met3,0.12,0.01899
met2,0.38,0.05105
met1,0.49,0.05152
## through the flow
| stage | setup WS, ns | cell area (µm²) | TNS, ns | utilization | cells |
|---|---|---|---|---|---|
| after global placement | -0.07158 | 1333 | -0.2866 | 0.1521 | 238 |
| after global routing | 0.002504 | 1435 | 0 | 0.1638 | 246 |
| after detailed placement | -0.07138 | 1333 | -0.2625 | 0.1521 | 238 |
| after CTS | 0.08882 | 1423 | 0 | 0.1623 | 246 |
| final | 0.1174 | 1435 | 0 | 0.1638 | 246 |
| after floorplan | 0.2837 | 983.4 | 0 | - | 106 |
## tightest hold or removal path, stage by stage (launching register included)
cell     delay (ns)
dfxtp_1        0.34
inv_1          0.09
o22ai_1        0.06
## layout make-up
class,count,area (µm²)
clock buffers,8,90.09
fillers,984,7328
inverters,5,18.77
multi-input cells,74,473.0
flip-flops and latches,26,500.5
well taps,108,135.1
repair buffers,25,217.7
## repair_timing
action | 4_1_cts | 5_1_grt
hold buffers | 0 | 0
endpoints found under the hold margin | 0 | 0
gates resized | 0 | 2
endpoints found under the setup margin | 0 | 1
## final timing paths
check                                      to  slack (ns)  depth (start not counted)
max                f1.currentState[7]$_DFF_P_        0.12                          4
min                f1.currentState[2]$_DFF_P_        0.55                          2
max reg2reg        f1.currentState[7]$_DFF_P_        0.12                          4
min reg2reg        f1.currentState[2]$_DFF_P_        0.55                          2
max in group clk1               d1.Rc$_DFF_P_        0.82                          3
min in group clk1         d1.toggle$_DFFE_PP_        0.58                          1
## cells by family (layout without fill, tap and decap cells)
family | count (synthesis) | count (layout) | synth area share
AND-OR/OR-AND | 19 | 19 | 0.1310
multiplexers | 1 | 1 | 0.01018
latches | 6 | 6 | 0.09161
flip-flops | 20 | 20 | 0.4173
buffers and inverters | 6 | 38 | 0.02290
XOR/XNOR | 1 | 1 | 0.008907
AND/OR/NAND/NOR | 53 | 53 | 0.3181
Power and IR drop assume default switching activity.
